==> flow/design.v <==
`timescale 1ns/1ns
module mux31 #(parameter n = 13)(sel1, sel2, sel3,  x1, x2, x3, q);
  input sel1;
  input sel2;
  input sel3;
  input signed[n:0] x1;
  input signed[n:0] x2;
  input signed[n:0] x3;
  output signed [n:0] q;
  reg signed[n:0] qr;
  assign q = sel1 ? x1 : (sel2 ? x2 : (sel3 ? x3 : 0));
endmodule
==> flow/run.sh <==
#!/bin/bash
# OpenROAD 26Q1-2900-gdf79404cd8, Yosys 0.63+post, stock flow scripts
make -C /OpenROAD-flow-scripts/flow DESIGN_CONFIG=/design/flow/config.mk WORK_HOME=/design/flow/orfs finish
==> flow/config.mk <==
export PLATFORM = sky130hd
export DESIGN_NAME = mux31
export DESIGN_NICKNAME = mux31
export VERILOG_FILES = /design/flow/design.v
export SDC_FILE = /design/flow/constraint.sdc
export NUM_CORES = 4
export LEC_CHECK = 1
export CORE_AREA = 10 10 70 70
export DIE_AREA = 0 0 80 80
==> flow/constraint.sdc <==
current_design mux31

set clk_period 1.0
set clk_io_pct 0.2

create_clock -name clk0 -period $clk_period

set non_clock_inputs [all_inputs -no_clocks]
set_input_delay [expr $clk_period * $clk_io_pct] -clock clk0 $non_clock_inputs
set_output_delay [expr $clk_period * $clk_io_pct] -clock clk0 [all_outputs]
==> impl_metrics.yaml <==
# flow metrics
outcome:
  status: "finished with violations"
  violations: "setup timing"
setup_path:
  critPathLaunchType: "primary input"
  worstSetupPathType: "in2out"
  path_max_fanout: 7
  crit_path_end_kind: "primary output"
  crit_required_ps: 800
  arrival_ps: 810
synth:
  top_cells_by_count: "19 x a21oi_1, 14 x nand3b_1, 14 x nor2b_1"
  ys_area_um2: 414
  synth.most_common_cell: "a21oi_1"
  yosysUniqueCellTypes: 7
  yosys_warnings: 0
  yosysTopAreaCell: "nand3b_1"
  syn_area_um2: 414
  avgSynthCellArea_um2: 6.68
  synth_top_area_share_pct: 25.4
  yosys_cells: 62
  top_cells_by_area: "nand3b_1 25%, a21oi_1 23%, nor2b_1 21%, a21oi_2 19%, buf_6 5.4%"
  ys_seq_share_pct: 0
  syn_inst: 62
final_timing:
  final_hold_viol_count: 0
  worst_slew_pin_slew_ps: 138
  fmax_mhz: 986
  finalMaxSlewViolations: 0
  setup_violations: 7
  finalCritPeriodShare_pct: 101
  rsz0062_at_grt: "true"
  worst_slack_ps: -13.7
  slew_headroom_pct: 90.8
  fin_crit_ps: 1010
floorplanning:
  core_um2: 3420
  die_w_um: 80
  fp_util_pct: 12.1
  ios: 59
  chip_area_um2: 6400
  dieHeight_um: 80
  rows: 21
hold_path:
  min_to: "q[12]"
  holdPathStages: 4
  holdCritStartpoint: "x1[12]"
  hp-class: "in2out"
finish:
  regArea_um2: 0
  fill_cells: 399
  final_layout_size_suffix_gt1_share_pct: 36.8
  nClkBuffers: 0
  fin_cells: 171
  final-comb-area_um2: 403
  areaGrowthSynthToFinish_pct: 157
  nFlopsAndLatches: 0
place:
  place.gp.congestion: 0.757
  io_buffers: 59
  post-place-cells: 168
  dp_hpwl_mm: 1.82
  place_ws_ps: -834
flow_run:
  drv_cap: 0
  warnings: 34
routing:
  dr.pass1.iters: 2
  wire_per_inst_um: 13.3
  num_antenna_cells: 0
  avgViaCountPerCell: 3.94
  ant_nets: 0
  detail_route.iter0.violations: 14
  drc: 0
  vias: 674
  routed_wl_mm: 2.27
power_and_ir_drop:
  pwr-share-comb_pct: 100.0
  swShare_pct: 35.7
  p_total_w: 0.000375
  internal_power_w: 0.000241
  p_sw_w: 0.000134
  sequentialPowerShare_pct: 0
  clock_power_share_pct: 0
  leakage_nw: 0.462
  power.density_nw_per_um2: 352
  peakVddDrop_mv: 0.109
global_route:
  track_usage_pct: 6.83
  grt-ovfl-total: 0
  antenna_found_initial: 0
  first_global_vias: 802
  grt_max_degree: 10
  grt_pass1_wl_mm: 3.67
-- layer usage --
| layer | track usage, % | share of wire (%) |
|---|---|---|
| met3 | 3.86 | 16 |
| met1 | 8.17 | 40 |
| met4 | 0 | 0 |
| met2 | 11.1 | 44 |
| met5 | 0 | 0 |
-- final cells by class --
class              instances  area share [%]
multi-input cells         56            37.8
repair buffers            69            56.8
well taps                 46            5.40
-- metrics by stage --
stage | hold slack (ps) | TNS (ps) | area [um^2] | utilization (%)
finish | 814 | -67.1 | 1070 | 31.2
CTS | 819 | -422 | 1050 | 30.7
global placement | 1340 | -10840 | 1080 | 31.6
detailed placement | 1330 | -11160 | 1080 | 31.6
global route | 846 | -751 | 1070 | 31.2
floorplan | 480 | 0 | 414 | -
-- how the worst max path moves through the flow --
stage / start / to / slack (ps) / cells past startpoint
global route: sel2 / q[10] / -80 / 5
CTS: sel2 / q[2] / -40 / 5
finish: sel2 / q[11] / -10 / 5
-- kinds of logic (layout without fill, tap and decap cells) --
kind of cell / after synthesis / in the layout / share of synthesized area [%]
AND-OR/OR-AND: 28 / 28 / 42.0
buffers and inverters: 6 / 69 / 11.5
AND/OR/NAND/NOR: 28 / 28 / 46.5
-- repair_timing --
action / in CTS / in global routing
hold buffers: 0 / 0
pin swaps: 35 / 14
hold endpoints to repair: 0 / 0
setup endpoints to repair: 14 / 14
setup buffers: 0 / 0
gates cloned: 3 / 0
gates resized: 117 / 5
-- placed cells by master, fill, tap and decap left out --
cell           count
buf_4              2
buf_12             1
nor2b_2            1
nand3b_1          14
a21oi_1           10
a21oi_2           18
buf_6              8
nor2b_1           13
buf_2             14
buf_8              1
dlygate4sd2_1     42
buf_16             1
-- power by group through the flow --
| stage | combinational (W) | clock, W | sequential (W) |
|---|---|---|---|
| CTS | 0.000374 | 0 | 0 |
| global route | 0.000416 | 0 | 0 |
| finish | 0.000375 | 0 | 0 |
-- worst max-delay path: stages --
cell and delay [ps]:
buf_8 110, buf_6 120, nand3b_1 160, a21oi_2 120
buf_2 100
Power and IR drop assume default switching activity.
