## design/flow/design.v

```verilog
`timescale 1ns/1ns
module adderSubtractor #(parameter n = 13)(x1, x2, mode, q);
  input signed[n:0] x1;
  input signed[n:0] x2;
  input mode;
  output signed [n:0] q;
  assign q = mode ? x2-x1 : x1+x2;
endmodule
```

## design/flow/run.sh

```bash
#!/bin/bash
# OpenROAD 26Q1-2900-gdf79404cd8, Yosys 0.63+post, stock flow scripts
make -C /OpenROAD-flow-scripts/flow DESIGN_CONFIG=/design/flow/config.mk WORK_HOME=/design/flow/orfs finish
```

## design/flow/config.mk

```make
export PLATFORM = sky130hd
export DESIGN_NAME = adderSubtractor
export DESIGN_NICKNAME = adderSubtractor
export VERILOG_FILES = /design/flow/design.v
export SDC_FILE = /design/flow/constraint.sdc
export NUM_CORES = 4
export LEC_CHECK = 1
export CORE_AREA = 10 10 87 87
export DIE_AREA = 0 0 97 97
```

## design/flow/constraint.sdc

```tcl
current_design adderSubtractor

set clk_period 17.1
set clk_io_pct 0.2

create_clock -name clk0 -period $clk_period

set non_clock_inputs [all_inputs -no_clocks]
set_input_delay [expr $clk_period * $clk_io_pct] -clock clk0 $non_clock_inputs
set_output_delay [expr $clk_period * $clk_io_pct] -clock clk0 [all_outputs]
```

==> results.ini <==
[detailed_routing]
vias_per_cell=4.29
drc=0
post_drt_wl_per_cell_um=12.4
dr.pass1.iters=4
drtAntennaViolNets=0
num_antenna_cells=0
first_iter_violations=41
wirelength_um=3050
num_vias=1056

[run]
tool_warnings=32
drv_cap=0

[global_route]
grt_max_degree=15
globalRoute.busiestLayer=met2
use_met3=0.00860
grtUsageMet2=0.106
grt_pass1_wl_um=4910
gr-total-overflow=0
grt_pass1_vias=1043
grt_util_all_layers=0.0599
antenna_found_initial=0
met1_usage=0.0791

[cells_and_area]
n_clock_buffer=0
drive_above_1_share=0.0460
fin_area_sq_um=1470
logic_area_sq_um=917
flop-count=0
fillCellCount=610
layout_top_cell=clkdlybuf4s50_1
regArea_sq_um=0
fin_cells=246
final_cell_mix=clkdlybuf4s50_1, nor2_1, xnor2_1
syn_to_final_growth_pct=52.9

[final_timing]
setup-tns-final_ns=0
tightest_slew_ns=0.473
hold_viol_final=0
fin_crit_sh=0.584
relSlewSlack=0.684
fmax_mhz=100
finalSetupViolCount=0
rsz0062_at_grt=false
fin_ws_ns=7.11
drv_slew=0
period_minus_slack_ns=9.99

[worst_setup_path]
crit_slowest_cell=clkdlybuf4s50_1
crit_required_ns=13.68
path_delay_family=AND-OR/OR-AND gates
path_buffers=3
end_kind=output pin
crit_path_start_kind=input port
path_cells=clkdlybuf4s50_1, inv_1, ha_1, a21oi_1, xnor2_1, ha_1, a21o_1, a311o_2, a221oi_4, o31ai_2, xor2_1, clkdlybuf4s50_1
slowest_delay_ns=0.52
cp_max_fo=6
arrival_ns=6.57
crit_type=input port to output pin

[synthesis]
fa_ha_area_frac=0.203
ys_warn_count=0
avgSynthCellArea_sq_um=7.23
topCellsByArea=ha_1, xnor2_1, nor2_1
ys_cells=133
yosysTopAreaCell=ha_1
synth_xor_xnor_area_share=0.200
syn_area_sq_um=962
ys_sh_simple=0.207
mux_area_frac=0.0208
ys_top_logic_family=AND-OR/OR-AND gates
ys_seq_frac=0
ys_area_sq_um=962
synth_cell_type_count=40
syn-instance-count=133
top_cell_area_share=0.182
compound_area_frac=0.322

[placement]
detailedPlace.worstSlack_ns=7.09
gp_congestion=0.890
portBuffers=43
post-dp-hpwl_um=2760
placed_cell_area_sq_um=1470
placedCellCount=246

[die]
initial_utilization=0.171
core_area_sq_um=5640
die_h_um=97
dieArea_sq_um=9410
ios=43
dieWidth_um=97
core.rowCount=27

[worst_hold_path]
hold_start=x2[0]
whs_path_depth=5
min_path_type=input port to output pin
min_to=q[0]

[power_and_ir_drop]
ir_worst_vdd_mv=0.0106
cellPowerDensity_nw_per_um2=50.7
leakage_nw=0.570
finalPower_mw=0.0746

[clock_tree]
cts_hold_buf=0
post_cts_resized=0
postCtsSetupBuffers=0

[run_status]
status=finished clean

-- stage by stage --
| stage | hold slack, ns | utilization |
|---|---|---|
| finish | 7.82 | 0.261 |
| global route | 7.89 | 0.261 |
| CTS | 7.84 | 0.261 |
| detailed placement | 7.83 | 0.261 |
| global placement | 7.83 | 0.261 |
| floorplan | 6.95 | - |
-- synthesized netlist by cell type (all sizes together), types with 2 or more instances --
master / count
a31o: 2
nand3: 3
o21ai: 6
nor2: 18
a31oi: 3
xnor2: 18
o31ai: 2
nor4: 2
nand2: 7
ha: 14
nor2b: 2
a41oi: 2
a21o: 2
o21a: 2
mux2i: 2
nor3: 6
xor2: 4
inv: 9
a21oi: 13
-- logic make-up after synthesis --
kind of cell             count (synthesis)
buffers and inverters                   11
AND/OR/NAND/NOR                         43
adder cells (fa/ha/maj)                 15
XOR/XNOR                                22
multiplexers                             2
AND-OR/OR-AND                           40
-- per-layer routing --
metal / share of wire / wire, um
met4: 0 / 0
met3: 0.037 / 114
met5: 0 / 0
met1: 0.50 / 1510
met2: 0.47 / 1420
-- power breakdown --
group / internal, mW / leakage, nW / switching, mW / total, mW
combinational: 0.0440 / 0.570 / 0.0306 / 0.0746
clock: 0 / 0 / 0 / 0
sequential: 0 / 0 / 0 / 0
total: 0.0440 / 0.570 / 0.0306 / 0.0746
-- area by class of cell --
type | count | area share
Inverter | 9 | 0.0230
Multi-Input combinational cell | 122 | 0.623
Tap cell | 72 | 0.0612
Timing Repair Buffer | 43 | 0.293
-- how the worst max path moves through the flow --
stage | slack [ns] | depth (start not counted) | start | endpoint
6_report | 7.11 | 12 | x1[0] | q[12]
4_1_cts | 7.09 | 12 | x1[0] | q[12]
5_1_grt | 6.82 | 11 | x1[1] | q[13]
-- worst min-delay path: stages --
cell             delay (ns)
clkdlybuf4s50_1        0.39
inv_1                  0.05
ha_1                   0.11
inv_1                  0.03
clkdlybuf4s50_1        0.40
Power figures rest on the tool's default switching activity, not on a simulated workload.
