$ cat /design/flow/constraint.sdc
current_design control

set clk_period 3.3
set clk_io_pct 0.2

create_clock -name clk0 -period $clk_period

set non_clock_inputs [all_inputs -no_clocks]
set_input_delay [expr $clk_period * $clk_io_pct] -clock clk0 $non_clock_inputs
set_output_delay [expr $clk_period * $clk_io_pct] -clock clk0 [all_outputs]
$ cat /design/flow/config.mk
export PLATFORM = sky130hd
export DESIGN_NAME = control
export DESIGN_NICKNAME = control
export VERILOG_FILES = /design/flow/design.v
export SDC_FILE = /design/flow/constraint.sdc
export NUM_CORES = 4
export LEC_CHECK = 1
export CORE_AREA = 10 10 70 70
export DIE_AREA = 0 0 80 80
$ cat /design/flow/run.sh
#!/bin/bash
# OpenROAD 26Q1-2900-gdf79404cd8, Yosys 0.63+post, stock flow scripts
make -C /OpenROAD-flow-scripts/flow DESIGN_CONFIG=/design/flow/config.mk WORK_HOME=/design/flow/orfs finish
$ cat /design/flow/design.v
`timescale 1ns/1ns
module control(input [5:0] func,input [5:0] opcode, input equal, 
				output reg [2:0] ALUOP, output reg [1:0] pcSrc, output reg MemRead, MemToReg,
				MemWrite, ALUSrc, RegWrite, RegDst, IF_Flush);
  always @(*) begin
    {MemRead,MemToReg,MemWrite,ALUSrc,RegWrite,RegDst,IF_Flush} = 7'b0;
    ALUOP = 2'b0;
    pcSrc = 2'b0;
    case(opcode)
      6'b000000: begin   
			 case(func)
				6'b100000:begin  
						ALUOP <= 1;
						ALUSrc <= 0; MemToReg <= 0; RegWrite <= 1;
						RegDst <= 1;
				end
				6'b100010:begin  
						ALUOP <= 2;
						ALUSrc <= 0; MemToReg <= 0; RegWrite <= 1;
						RegDst <= 1;
				end
				6'b101010:begin  
						ALUOP <= 5;
						ALUSrc <= 0; MemToReg <= 0; RegWrite <= 1;
						RegDst <= 1;
				end
				6'b100101:begin  
						ALUOP <= 4;
						ALUSrc <= 0; MemToReg <= 0; RegWrite <= 1;
						RegDst <= 1;
				end
				6'b100100:begin  
						ALUOP <= 3;
						ALUSrc <= 0; MemToReg <= 0; RegWrite <= 1;
						RegDst <= 1;
				end
			 endcase
	    end
      6'b100011: begin  
			 ALUOP <= 1;
			 ALUSrc <= 1;
			 MemRead <= 1; MemToReg <= 1; RegWrite <= 1;
			 RegDst <= 0;
      end
	    6'b000010: begin  
			 pcSrc <= 2;
			 IF_Flush <= 1;
	    end
      6'b101011: begin  
			 ALUOP <= 1;
			 ALUSrc <= 1;
			 MemWrite <= 1;
      end
	    6'b000100: begin  
		   pcSrc <= equal == 1 ? 1 : 0;
		   IF_Flush <= equal == 1 ? 1 : 0;
	    end
	    6'b000101: begin  
			pcSrc <= equal == 0 ? 1 : 0;
		   	IF_Flush <= equal == 0 ? 1 : 0;
	    end
    endcase
  end 
endmodule 
==> tab_implementation.tex <==
% Generated from flow reports
\begin{tabular}{lr}
\hline
Metric & Value \\
\hline
\multicolumn{2}{l}{\textbf{Run status}} \\
\quad Run status & finished clean \\
\multicolumn{2}{l}{\textbf{Floorplanning}} \\
\quad Placement row count & 21 \\
\quad Placeable core area & 3420 um\^{}2 \\
\quad Die outline height & 80 um \\
\quad Die Width & 80 um \\
\quad Starting density of the core & 0.0582 \\
\quad Boundary Pins & 25 \\
\quad Chip Area & 6400 um\^{}2 \\
\multicolumn{2}{l}{\textbf{Min path}} \\
\quad Min-Delay Path Class & in -> out \\
\multicolumn{2}{l}{\textbf{Synthesis}} \\
\quad Post-synthesis instance area & 199 um\^{}2 \\
\quad Yosys Warn Count & 1 \\
\quad Chip area line of the yosys report & 199 um\^{}2 \\
\quad Dominant cell type by area after synthesis & nor2\_1 \\
\quad Gate count after technology mapping & 31 \\
\quad Average cell area after synthesis & 6.42 um\^{}2 \\
\quad Post-synthesis cell count from yosys & 31 \\
\quad Portion of synthesized cell area occupied by the leading cell type & 0.151 \\
\quad Portion of the post-synthesis area used by sequential elements & 0 \\
\quad Unique cell type count in the Yosys netlist & 20 \\
\quad Main area contributors & nor2\_1, nor4\_2, nand4b\_2, o31ai\_2, a21oi\_1 \\
\multicolumn{2}{l}{\textbf{Placed design}} \\
\quad Post-DP Area & around 500 um\^{}2 \\
\quad Port Buf Inserts & 25 \\
\quad Global placement routability congestion & $\sim$0.74 \\
\quad Half-perimeter wire length of the detailed placement result & 951 um \\
\quad Post-Place Setup Slack & 0.171 ns \\
\multicolumn{2}{l}{\textbf{Global route}} \\
\quad GRT Util Overall & 0.0307 \\
\quad Via count of the first global-routing pass & 294 \\
\quad Antenna violations before repair & 0 \\
\quad Largest net degree at the start of global routing & 6 \\
\quad GRT overflow & 0 \\
\quad Global-route wire length before repair & 1550 um \\
\multicolumn{2}{l}{\textbf{STA}} \\
\quad Final Hold Vio Count & 0 \\
\quad Final-report max-slew violation count & 0 \\
\quad Slew at the pin closest to its max-slew limit & 0.307 ns \\
\quad Final period util & 0.931 \\
\quad Setup TNS & 0 ns \\
\quad Maximum frequency from static timing analysis & 325 MHz \\
\quad Number of failing setup endpoints in the final timing report & 0 \\
\quad Final setup margin & about 0.23 ns \\
\quad Tightest hold margin & 2.30 ns \\
\quad Slew HR & 0.792 \\
\quad Final Critical Period & 3.07 ns \\
\quad RSZ-0062 raised after global routing & false \\
\multicolumn{2}{l}{\textbf{Run}} \\
\quad Count of maximum capacitance violations & 0 \\
\quad Tool warning count & 32 \\
\multicolumn{2}{l}{\textbf{Finish}} \\
\quad Clock buffer instance count of the final layout & 0 \\
\quad Final design area excluding fillers & 499 um\^{}2 \\
\quad Flops & 0 \\
\quad Area Overhead vs Synth & 151\% \\
\quad Proportion of layout cells with a drive suffix above 1 & 0.0909 \\
\quad Seq. cell area & 0 um\^{}2 \\
\multicolumn{2}{l}{\textbf{Route}} \\
\quad Met2 layer wire length in the routed design & between 300 and 400 um \\
\quad Highest metal layer with signal wires & met3 \\
\quad Count of vias placed by the detailed router & about 310 \\
\quad Antenna diode count & 0 \\
\quad Count of unresolved DRC violations after routing & 0 \\
\quad Detailed route wirelength on metal3 & roughly 230 um \\
\quad M1 WL & 427 um \\
\quad Final wirelength & 1020 um \\
\quad Iter 0 DRT Violations & 4 \\
\quad Final routed wire length divided by cell count & between 10 and 15 um \\
\quad Number of detailed-routing iterations run before antenna repair & 2 \\
\quad Mean number of vias per cell & $\sim$3.0 \\
\quad Antenna-violating nets left & 0 \\
\multicolumn{2}{l}{\textbf{Critical path}} \\
\quad Data required time at the worst endpoint & 2.64 ns \\
\quad Cell breakdown of the critical path & clkdlybuf4s50\_1, nor4\_2, nand4b\_2, o31ai\_2, clkdlybuf4s50\_1 \\
\quad CP Capture Type & output pin \\
\quad CP max-delay cell & clkdlybuf4s50\_1 \\
\quad Maximum cell stage delay along the critical path & $\sim$0.51 ns \\
\quad Critical Path Fanout Max & 5 \\
\quad Most repeated library cell on the critical path & clkdlybuf4s50\_1 \\
\quad CP Class & in -> out \\
\quad Critical Path AT & 2.41 ns \\
\quad Nature of the critical path startpoint & primary input \\
\multicolumn{2}{l}{\textbf{CTS}} \\
\quad Number of instances resized during post-cts repair & 0 \\
\quad Number of buffers inserted for hold repair after clock tree synthesis & 0 \\
\quad Post-CTS setup buffer count & 0 \\
\multicolumn{2}{l}{\textbf{Power and ir drop}} \\
\quad Cell area power density & 70.8 nW/um\^{}2 \\
\quad Worst voltage drop across the vdd grid & 0.0232 mV \\
\quad Leak Pwr & roughly 0.16 nW \\
\hline
\end{tabular}
==> cells in the mapped netlist <==
library cell and instances:
nand4b_2 1, nand2_1 2, xor2_1 1, a21oi_1 2, o22ai_1 1, o31ai_2 1, nor4bb_1 1, nor2b_1 1
inv_1 2, nor2_1 8, buf_4 1, xnor2_1 1, o21ai_0 1, nand3b_1 1, nand4_1 1, or3_2 1
nor3_1 1, nand2b_1 1, nor4_2 2, a31oi_1 1
==> layout by cell type (no fill, tap or decap) <==
cell type,count
nand4b_2,1
o21ai_0,1
xnor2_1,1
nor2b_1,1
nand4_1,1
nor2_1,8
nor4bb_1,1
nor3_1,1
nand2b_1,1
or3_2,1
xor2_1,1
clkdlybuf4s50_1,25
nor4_2,2
nand2_1,2
a21oi_1,2
o22ai_1,1
nand3b_1,1
inv_1,2
a31oi_1,1
o31ai_2,1
==> worst max-delay path, delay by kind of cell <==
family / cells / cell delay, ns
AND-OR/OR-AND: 1 / 0.24
AND/OR/NAND/NOR: 2 / 0.51
buffers and inverters: 2 / 1.00
==> worst paths after layout <==
kind / startpoint / end / slack (ns) / depth (start not counted)
setup / recovery: opcode[3] / ALUOP[0] / 0.23 / 5
hold / removal: func[3] / ALUOP[1] / 2.30 / 3
==> logic make-up (layout without fill, tap and decap cells) <==
logic type | count (synthesis) | in the layout | synth area share
xor+xnor | 2 | 2 | 0.0881
compound gates | 6 | 6 | 0.201
buf+inv | 3 | 27 | 0.0755
simple gates | 20 | 20 | 0.635
==> through the flow <==
stage,power (mW),util,std cells
floorplan,0.0105,-,31
global placement,0.0349,0.146,101
detailed placement,0.0356,0.146,101
CTS,0.0357,0.146,101
global route,0.0388,0.146,101
finish,0.0353,0.146,101
==> metal layers <==
metal | vias up | track usage
met5 | - | 0
met4 | 0 | 0
met3 | 0 | 0.0250
met2 | 18 | 0.0465
met1 | 126 | 0.0349
li1 | 162 | -
==> power breakdown <==
| part | leakage, nW | internal, mW | switching [mW] |
|---|---|---|---|
| Combinational | 0.162 | 0.0216 | 0.0137 |
| Sequential | 0 | 0 | 0 |
| Clock | 0 | 0 | 0 |
==> layout make-up <==
class,count,area (um^2)
fillers,407,2920
repair buffers,25,250
multi-input cells,28,184
well taps,46,57.6
inverters,2,7.51
Power and IR drop assume default switching activity.
